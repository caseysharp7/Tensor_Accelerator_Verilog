==> flow/design.v <==
`timescale 1ns / 1ps
module CSR_MatMul(
        input clk,
        input reset,
        input start,
        input [(MAT1_ROWS+1)*PTR_SIZE - 1:0] Mat1_ptr_in,
        input [(MAT1_LEN*OFFSET_SIZE) - 1:0] Mat1_offsets_in,
        input [(MAT1_LEN*DATA_SIZE) - 1:0] Mat1_data_in,
        input [MAT2_SIZE-1:0] Mat2_in,
        output [MAT1_ROWS*MAT2_COLS*ACC_SIZE-1:0] result
    );
    parameter MAT1_ROWS = 3;
    parameter MAT1_LEN = 9;
    parameter MAT2_ROWS = 3;
    parameter MAT2_COLS = 3;
    parameter MAT2_LEN = 9;
    parameter ACC_SIZE = 16;
    parameter RESULT_ROW_SIZE1 = MAT1_ROWS*ACC_SIZE;
    parameter ROW_SIZE2 = MAT2_ROWS*DATA_SIZE;
    parameter MAT2_SIZE = MAT2_ROWS*MAT2_COLS*DATA_SIZE;
    parameter PTR_SIZE = 4;
    parameter OFFSET_SIZE = 2;
    parameter DATA_SIZE = 8;
    parameter IDLE = 3'b000;
    parameter LOAD_ROW = 3'b001;
    parameter ROW_VALUES = 3'b010;
    parameter COL_VALUES = 3'b011;
    parameter DONE = 3'b100;
    wire [PTR_SIZE-1:0] Mat1_ptr[MAT1_ROWS:0];
    wire [OFFSET_SIZE-1:0] Mat1_offsets[MAT1_LEN-1:0];
    wire [DATA_SIZE-1:0] Mat1_data[MAT1_LEN-1:0];
    wire [DATA_SIZE-1:0] Mat2[0:MAT2_ROWS-1][0:MAT2_COLS-1];
    reg [ACC_SIZE-1:0] result_temp[0:MAT1_ROWS-1][0:MAT2_COLS-1];
    reg [1:0] row_count, col_count, num_values, value_idx, value_count, offset_value;
    reg [2:0] state, next;
    reg [DATA_SIZE-1:0] value;
    reg done;
    genvar i;
    generate
        for(i = MAT1_ROWS; i >= 0; i = i-1) begin : ptr_loop1
            localparam r = (MAT1_ROWS) - i;
            assign Mat1_ptr[r] = Mat1_ptr_in[(i+1)*PTR_SIZE - 1 -: PTR_SIZE];
        end
    endgenerate
    generate
        for(i = MAT1_LEN; i >= 1; i = i-1) begin : offsets_loop1
            localparam r = (MAT1_LEN) - i;
            assign Mat1_offsets[r] = Mat1_offsets_in[(i)*OFFSET_SIZE - 1 -: OFFSET_SIZE];
        end
    endgenerate
    generate
        for(i = MAT1_LEN; i >= 1; i = i-1) begin : data_loop1
            localparam r = (MAT1_LEN) - i;
            assign Mat1_data[r] = Mat1_data_in[(i)*DATA_SIZE - 1 -: DATA_SIZE];
        end
    endgenerate
    genvar k, l;
    generate
        for(k = MAT2_ROWS - 1; k >= 0; k = k-1) begin : loop3
            for(l = MAT2_COLS ; l >= 1; l = l-1) begin : loop4
                localparam r = (MAT2_ROWS-1) - k;
                localparam c = (MAT2_COLS) - l;
                assign Mat2[r][c] = Mat2_in[(k*ROW_SIZE2 + l*DATA_SIZE) - 1 -: DATA_SIZE];
            end
        end
    endgenerate
    always @(posedge start) begin
        done = 1'b0;
    end
    always @(negedge start) begin
        done = 1'b1;
    end
    always @(posedge clk) begin
        if(reset) begin
            state <= IDLE;
            done <= 1'b1;
        end
        else begin
            if(row_count == MAT1_ROWS-1) begin
                state <= DONE;
            end
            else begin
                state <= next;
            end
        end
    end
    always @(*) begin
        case (state) 
            IDLE: begin
                if(!done) begin
                    row_count = 0;
                    next = LOAD_ROW;
                end
            end
            LOAD_ROW: begin
                num_values = Mat1_ptr[row_count+1] - Mat1_ptr[row_count];
                value_idx = Mat1_ptr[row_count];
                value_count = 0;
                if(num_values) begin
                    next = ROW_VALUES;
                end
                else begin
                    row_count = row_count + 1;
                end
            end
            ROW_VALUES: begin
                if((num_values - value_count)) begin
                    offset_value = Mat1_offsets[value_idx];
                    value = Mat1_data[value_idx];
                    if(col_count) begin
                        value_idx = value_idx + 1;
                        value_count = value_count + 1;
                        col_count = 0;
                        next = COL_VALUES;
                    end
                    else begin
                        next = COL_VALUES;
                    end
                end
                else begin
                    next = LOAD_ROW;
                end
            end
            COL_VALUES: begin
                if(col_count < MAT2_COLS) begin
                    result_temp[row_count][col_count] = result_temp[row_count][col_count] + Mat2[offset_value][col_count]*value;
                    col_count = col_count + 1;
                end
                else begin
                    next = ROW_VALUES;
                end
            end
            DONE: begin
                done = 1'b1;
                next = IDLE;
            end
        endcase
    end
    generate
        for(k = MAT1_ROWS - 1; k >= 0; k = k-1) begin : loop5
            for(l = MAT2_COLS ; l >= 1; l = l-1) begin : loop6
                localparam r = (MAT1_ROWS-1) - k;
                localparam c = (MAT2_COLS) - l;
                assign result [(k*RESULT_ROW_SIZE1 + l*ACC_SIZE) - 1 -: ACC_SIZE] = result_temp[r][c];
            end
        end
    endgenerate
endmodule
==> flow/run.sh <==
#!/bin/bash
# OpenROAD 26Q1-2900-gdf79404cd8, Yosys 0.63+post, stock flow scripts
make -C /OpenROAD-flow-scripts/flow DESIGN_CONFIG=/design/flow/config.mk WORK_HOME=/design/flow/orfs finish
==> flow/config.mk <==
export PLATFORM = sky130hd
export DESIGN_NAME = CSR_MatMul
export DESIGN_NICKNAME = CSR_MatMul
export VERILOG_FILES = /design/flow/design.v
export SDC_FILE = /design/flow/constraint.sdc
export NUM_CORES = 4
export LEC_CHECK = 1
export CORE_AREA = 10 10 215 215
export DIE_AREA = 0 0 225 225
==> flow/constraint.sdc <==
current_design CSR_MatMul

set clk_period 1.0
set clk_io_pct 0.2

create_clock -name clk0 -period $clk_period [get_ports {clk}]
create_clock -name clk1 -period $clk_period [get_ports {start}]

set non_clock_inputs [all_inputs -no_clocks]
set_input_delay [expr $clk_period * $clk_io_pct] -clock clk0 $non_clock_inputs
set_output_delay [expr $clk_period * $clk_io_pct] -clock clk0 [all_outputs]
==> flow_metrics.env <==
# yosys + openroad results
export IMPL_slew_violations=0
export IMPL_max_slew_margin_pct=42.2
export IMPL_cp_num_buf_inv=1
export IMPL_port_buffers=265
export IMPL_crit_arrival_ns=0.86
export IMPL_slowest_stage="clkdlybuf4s50_1"
export IMPL_grt_ovfl_total=0
export IMPL_vias=6939
export IMPL_ys_sh_aoi_pct=14.5
export IMPL_rows=75
export IMPL_worst_pin_slew_ns=0.864
export IMPL_dpl_cell_count=1624
export IMPL_unclocked_regs=166
export IMPL_fp_util_pct=18.2
export IMPL_status="finished clean"
export IMPL_mux_area_share_pct=5.64
export IMPL_die_area_um2=50600
export IMPL_ys_warnings_count=174
export IMPL_logic_area_um2=4560
export IMPL_critPathLaunchType="input pin"
export IMPL_yosys_area_share_simple_pct=14.2
export IMPL_grt_pass1_wl_um=44900
export IMPL_cpPeakStageDelay_ns=0.46
export IMPL_setup_viol=0
export IMPL_drive_gt1_share_pct=2.48
export IMPL_ff_latch_area_um2=2550
export IMPL_fillCellCount=4320
export IMPL_cts_clk_slew_worst_paths_ns=0.03
export IMPL_wl_per_cell_um=19.0
export IMPL_wl_um=31000
export IMPL_grt_usage_pct=12.0
export IMPL_antenna_found_initial=0
export IMPL_xor_share_pct=2.30
export IMPL_ant_nets=0
export IMPL_ff_type="dlxtn_1"
export IMPL_critPathKind="input pin to flop"
export IMPL_synth_async_reset_ratio_pct=0
export IMPL_end_kind="flop"
export IMPL_untimed_endpoints=310
export IMPL_finalSetupTns_ns=0
export IMPL_fin_util_pct=26.3
export IMPL_die_x_um=225
export IMPL_grt_max_degree=25
export IMPL_cts_buffers=3
export IMPL_preCtsSetupSlack_ns=0.0756
export IMPL_post_synth_cell_area_avg_um2=9.08
export IMPL_warning_count=95
export IMPL_ys_types=55
export IMPL_ys_area_um2=7610
export IMPL_netlist_area_um2=7610
export IMPL_cts_tree="yes"
export IMPL_edf_count=0
export IMPL_rsz0062_at_grt="no"
export IMPL_synth_cells=838
export IMPL_dpl_hpwl_um=26000
export IMPL_detail_route_iter0_violations=432
export IMPL_worstPathCellList="clkdlybuf4s50_1 > nor3b_1"
export IMPL_die_h_um=225
export IMPL_cts_root_buffer="clkbuf_16"
export IMPL_grt_pass1_vias=6946
export IMPL_max_clock_path_buffers=2
export IMPL_ys_cells=838
export IMPL_top_logic_kind="adder cells"
export IMPL_boundaryPins=325
export IMPL_holdCritPathClass="input pin to flop"
export IMPL_numSynthFlops=169
export IMPL_crit_path_max_fanout=3
export IMPL_hold_buffers=0
export IMPL_htree_levels=1
export IMPL_fa_ha_area_share_pct=22.9
export IMPL_antenna_cells=0
export IMPL_core_area_um2=41800
export IMPL_syn_to_final_growth_pct=44.5
export IMPL_maxCapViolCount=0
export IMPL_cp_top_family="buffers and inverters"
export IMPL_post_cts_buffers=0
export IMPL_via_per_inst=4.26
export IMPL_setup_ws_ns=0.279
export IMPL_crit_required_ns=1.14
export IMPL_drc=0
export IMPL_hold_violations=0
export IMPL_post_cts_resized=0
export IMPL_gp_congestion=0.865
export IMPL_final_cells=1628
export IMPL_first_pass_iters=8
## worst paths after layout
path,startpoint,endpoint,cells after the start
hold / removal,reset,state[2],2
setup / recovery,reset,state[0],2
## layout by cell type, fill, tap and decap left out, types with 17 or more instances in the layout
cell | Yosys | final
fa_1 | 54 | 54
nand2_1 | 70 | 70
and2_1 | 24 | 24
inv_1 | 108 | 108
nand3_1 | 17 | 17
a222oi_1 | 23 | 23
o21ai_0 | 22 | 22
ha_1 | 53 | 53
mux2i_1 | 35 | 35
a21oi_1 | 32 | 32
clkdlybuf4s50_1 | 0 | 265
dlxtn_1 | 164 | 164
nor2b_1 | 32 | 32
nor2_1 | 40 | 40
## registers in the layout, indices dropped and copies added (netlist names)
signal        cells
col_count         2
num_values        2
next              2
state             3
value_idx         2
offset_value      2
value             8
value_count       2
row_count         2
result_temp     144
## per-layer routing
layer	global-route usage (%)	wire length (µm)	share of wire (%)
met2	21.8	16500	53
met1	14.8	12300	40
met3	2.17	1680	5.4
met5	0	0	0
met4	1.67	503	1.6
## cells in the mapped netlist, drive strengths merged, types with 8 or more instances
cell / instances / area [µm²]
dlxtn: 164 / 2460
inv: 108 / 405
nand2: 70 / 263
fa: 54 / 1080
ha: 53 / 663
nor2: 40 / 150
mux2i: 35 / 350
a21oi: 32 / 160
nor2b: 32 / 200
and2: 24 / 150
a222oi: 23 / 230
o21ai: 22 / 110
clkbuf: 18 / 67.6
nand3: 17 / 85.1
a221oi: 14 / 129
a22oi: 13 / 97.6
nand2b: 13 / 81.3
xnor2: 12 / 105
buf: 10 / 48.8
a22o: 9 / 78.8
nor3: 9 / 45.0
xor2: 8 / 70.1
## kinds of logic after synthesis
logic type | count (synthesis)
flip-flops | 3
multiplexers | 41
AND-OR/OR-AND | 146
adder cells (fa/ha/maj) | 107
buffers and inverters | 136
XOR/XNOR | 20
latches | 166
AND/OR/NAND/NOR | 219
## stage by stage
step	instance area (µm²)	hold WS (ns)
global placement	10900	0.835
CTS	11000	0.595
finish	11000	0.605
detailed placement	10900	0.830
global route	11000	0.620
floorplan	7610	0.272
## area by class of cell
class / count / area share, %
flip-flops and latches: 169 / 23.2
repair buffers: 275 / 24.8
clock buffers: 4 / 0.717
inverters: 108 / 3.69
well taps: 539 / 6.13
multi-input cells: 533 / 41.4
